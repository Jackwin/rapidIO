$ cat design.v
`timescale 	1ns/1ns
module user_logic (
	input wire log_clk,
	input wire log_rst,
	input wire nwr_ready_in,
	input wire nwr_busy_in,
	input wire nwr_done_in,
	input wire user_tready_in,
	output wire [33:0] user_addr_o,
    output wire [3:0] user_ftype_o,
    output wire [3:0] user_ttype_o,
    output wire [11:0] user_tsize_o,
    output wire [63:0] user_tdata_o,
    output reg user_tvalid_o,
    output reg [7:0] user_tkeep_o,
    output wire user_tlast_o
	);
localparam DATA_SIZE0 = 255;
localparam DATA_SIZE1 = 256;
localparam DATA_SIZE2 = 257;
localparam DATA_SIZE3 = 258;
localparam DATA_SIZE4 = 259;
localparam DATA_SIZE5 = 260;
localparam DATA_SIZE6 = 512;
localparam DATA_SIZE7 = 513;
localparam IDLE_s = 2'd0;
localparam GEN_DATA_s = 2'd1;
localparam END_s = 2'd2;
reg [2:0] data_sel;
reg [1:0] state;
reg [63:0] gen_data;
reg [11:0] user_tsize;
reg [11:0] byte_cnt;
reg [9:0] qword_cnt;
reg data_first;
assign user_tsize_o = user_tsize-1;
assign user_tlast_o = ((qword_cnt == (user_tsize[11:3] ) && user_tsize[2:0] == 2'd0) ||
						(qword_cnt == (user_tsize[11:3] + 1) && user_tsize[2:0] != 2'd0));
assign user_tdata_o = gen_data;
always @(user_tlast_o) begin
	if (user_tlast_o) begin
		case(user_tsize[2:0]) 
			3'd0: user_tkeep_o = 8'hff;
			3'h1: user_tkeep_o = 8'h80;
			3'h2: user_tkeep_o = 8'ha0;
			3'h3: user_tkeep_o = 8'he0;
			3'h4: user_tkeep_o = 8'hf0;
			3'h5: user_tkeep_o = 8'hf8;
			3'h6: user_tkeep_o = 8'hfa;
			3'h7: user_tkeep_o = 8'hfe;
			default: user_tkeep_o = 8'h0;
		endcase
	end
	else begin
		user_tkeep_o = 8'hff;
	end
end
always @(posedge log_clk or posedge	log_rst) begin
	if (log_rst) begin
		state <= IDLE_s;
		data_sel <= 2'h0;
		gen_data <= 'h0;
		qword_cnt <= 'h0;
		byte_cnt <= 'h0;
		user_tsize <= 12'hfff;
	end
	else begin
		user_tvalid_o <= 1'b0;
		case(state)
			IDLE_s: begin
				data_sel <= 2'h0;
				gen_data <= 'h0;
				qword_cnt <= 'h0;
				byte_cnt <= 'h0;
				if (nwr_ready_in && user_tready_in) begin
					state <= GEN_DATA_s;
					data_sel <= data_sel + 4'h1;
					gen_data <= {52'h0, user_tsize-1};
					user_tvalid_o <= 1'b1;
				end
				else begin
					state <= IDLE_s;
				end
				case(data_sel)
					3'd0: user_tsize <= DATA_SIZE0;
					3'd1: user_tsize <= DATA_SIZE1;
					3'd2: user_tsize <= DATA_SIZE2;
					3'd3: user_tsize <= DATA_SIZE3;
					3'd4: user_tsize <= DATA_SIZE4;
					3'd5: user_tsize <= DATA_SIZE5;
					3'd6: user_tsize <= DATA_SIZE6;
					3'd7: user_tsize <= DATA_SIZE7;
				endcase  
			end
			GEN_DATA_s: begin
				if (user_tready_in) begin
					gen_data <= gen_data + 64'h1;
					user_tvalid_o <= 1'b1;
					qword_cnt <= qword_cnt + 1;
				end
				else begin
					gen_data <= gen_data;
					user_tvalid_o <= 1'b0;
					qword_cnt <= qword_cnt;
				end
				if (user_tlast_o) begin
					state <= END_s;
					user_tvalid_o <= 1'b0;
				end
				else begin
					state <= GEN_DATA_s;
				end  
			end
			END_s: begin
				data_sel <= 2'h0;
				gen_data <= 'h0;
				qword_cnt <= 'h0;
				byte_cnt <= 'h0;
			end
			default: begin
				state <= IDLE_s;
			end
		endcase  
	end
end
always @(posedge log_clk or posedge log_rst) begin
	if (log_rst) begin
		data_first <= 1'b1;
	end
	else begin
		if (user_tlast_o && user_tvalid_o) begin
			data_first <= 1'b1;
		end
		else if (user_tvalid_o) begin
			data_first <= 1'b0;
		end
	end
end
endmodule  
$ cat constraint.sdc
current_design user_logic

set clk_period 4.5
set clk_io_pct 0.2

create_clock -name clk0 -period $clk_period [get_ports {log_clk}]

set non_clock_inputs [all_inputs -no_clocks]
set_input_delay [expr $clk_period * $clk_io_pct] -clock clk0 $non_clock_inputs
set_output_delay [expr $clk_period * $clk_io_pct] -clock clk0 [all_outputs]
$ cat config.mk
export PLATFORM = sky130hd
export DESIGN_NAME = user_logic
export DESIGN_NICKNAME = user_logic
export VERILOG_FILES = /design/flow/design.v
export SDC_FILE = /design/flow/constraint.sdc
export NUM_CORES = 4
export LEC_CHECK = 1
export CORE_UTILIZATION = 50
$ cat run.sh
#!/bin/bash
# OpenROAD 26Q1-2900-gdf79404cd8, Yosys 0.63+post, stock flow scripts
make -C /OpenROAD-flow-scripts/flow DESIGN_CONFIG=/design/flow/config.mk WORK_HOME=/design/flow/orfs finish
==> results.txt <==
Observations from the implementation run.

Place:
- The placement stage leaves a total instance area of roughly 6700 sq um.
- The run gives the count of port buffers added during placement as slightly below 90.
- Routability-driven placement finished with a final weighted congestion of approximately 0.97.
- The run gives the estimated wirelength of the detail-placed design as approximately 11000 um.

Worst setup path:
- The run gives the classification of the worst setup path as reg2out.
- STA classifies the critical path endpoint as a primary output.
- The run gives the nature of the critical path startpoint as a flip-flop.
- The capture point of the critical path was reported as user_tkeep_o[1].
- For reference, the critical path is launched at user_tsize[7]$_DFFE_PP1P_.
- Looking at the reg2reg group, the worst path starts from state[0]$_DFF_PP1_.
- The endpoint identified for the worst register-to-register timing path is gen_data[45]$_DFFE_PP0P_.
- The run puts the signal arrival time at the worst endpoint at approximately 3.1 ns.
- The run gives the length in cells of the worst reg-to-reg path as 6.
- According to the timing report, the data required time at the worst endpoint equals around 3.6 ns.
- Along the worst path, the maximum fanout reaches 12.
- The run gives the slack of the worst reg-to-reg path as roughly 1.8 ns.

Cells and area:
- Summing all non-filler instances in the final layout gives an area of between 7000 and 8000 sq um.
- The run puts the proportion of layout cells with a drive suffix above 1 at ~6.7%.
- From synthesis to final layout, the design area changed by 18.54%.

Logic synthesis:
- The run gives the most numerous cell in the Yosys netlist as sky130_fd_sc_hd__dfrtp_1.
- During synthesis, Yosys emitted a total of roughly 43 warnings.
- By area the synthesized netlist is led by sky130_fd_sc_hd__dfrtp_1 33%, sky130_fd_sc_hd__buf_4 5.6%, sky130_fd_sc_hd__nand2_1 4.1%, sky130_fd_sc_hd__a21oi_1 4.0%, sky130_fd_sc_hd__o21ai_0 3.8%.
- By count the netlist is led by 79 x sky130_fd_sc_hd__dfrtp_1, 65 x sky130_fd_sc_hd__nand2_1, 47 x sky130_fd_sc_hd__a21oi_1.
- The biggest area contributor in the post-synthesis netlist is sky130_fd_sc_hd__dfrtp_1.
- In this run the cell area of the synthesized design comes to about 6000 sq um.
- The run gives the area fraction of the dominant cell type after synthesis as about a third.
- Counting flops with an async set or reset pin after synthesis yields a share of a little over nine tenths.
- Once synthesis finished, the tally of register bits stood at around 88.
- Of the synthesized area, sequential elements account for between 30% and 40%.
- The run gives the average size of a mapped cell as about 8.6 sq um.
- Yosys stat counts just under 700 cells in the synthesized netlist.
- The run puts the gate count after technology mapping at between 600 and 700.
- The run gives the distinct cell type count after synthesis as roughly 64.
- Post-synth the commonest register cell is sky130_fd_sc_hd__dfrtp_1.
- The post-synth count of flops with an enable pin is 1.
- The run gives the yosys synthesis chip area as about 5900 sq um.

Clock tree:
- The run puts the count of clock tree sinks at 88.
- The run puts the maximum buffer depth of the clock tree at 2.
- The run puts the number of clock buffers inserted by TritonCTS at 9.
- The run gives the number of post-CTS setup repair buffers as 0.
- Buffers inserted to repair hold after CTS numbered 0.
- For reference, the clock transition at the flip-flops on the worst setup and hold paths is 0.06 ns.
- The report lists the number of cells resized after CTS as 0.
- The run puts the number of levels in the clock H-tree at 3.
- The run gives the CTS tree as yes.
- The skew report gives the latency at the later pin of the worst-skew pair as 0.35 ns.
- The run gives the library cell used as clock root buffer as sky130_fd_sc_hd__clkbuf_16.

Die:
- The initial utilization of the core area, before any placement, comes to 51.57%.
- The run gives the vertical die dimension as ~110 um.
- The die is between 100 and 150 um wide.
- According to the floorplan log, the row count is 39.
- After floorplanning, the core was sized to cover between 10000 and 15000 sq um.
- The run puts the full die area at 12270 sq um.
- The run gives the number of I/O pins as roughly 130.

Hold path:
- The tightest min-delay check is of the reg2reg type.
- For the worst min-delay path, the startpoint reported by OpenROAD is user_tsize[1]$_DFFE_PP1P_.

Final timing:
- The final layout reports a setup TNS of 0 ns.
- The run gives the worst slew slack as a fraction of its limit as between 40% and 50%.
- The run puts the fmax at between 0.2 and 0.25 GHz.
- The run puts the number of setup violations in the final report at 0.
- The run gives the maximum clock skew at final layout as around 0.0059 ns.
- Setup repair after global routing left no endpoint under its margin.
- The run gives the share of the cycle needed by the critical path after routing as 89.74%.
- In the final report, the number of hold violations comes to 0.
- For reference, the final report shows the max-slew violation count at 0.
- The run gives the shortest clock period the worst path allows after layout as just over 4 ns.
- The run gives the slew of the pin with the lowest slew margin as 0.8549 ns.

Run status:
- The run finished with clean final reports.

Drt:
- In this run the remaining antenna-violating nets after routing total 0.
- The run puts the total routed wirelength at approximately 16000 um.
- The run gives the final routed wire length divided by cell count as 17.49 um.
- The script parses the final routing iteration and logs DRC violations as 0.
- The run gives the total antenna diodes in the routed design as 0.
- The run puts the first-pass detailed-route iteration total at 4.
- The run puts the total via count after detailed routing at ~5400.
- The run puts the number of vias per cell after detailed routing at about 6.
- Per the log, the first TritonRoute iteration ended with a DRC count of between 400 and 500.

Global routing:
- Entering global routing, the biggest net connects 53 pins.
- The run puts the all-layer global routing usage at a little over a quarter.
- The run puts the global-route wire length before repair at approximately 26000 um.
- The run gives the initial antenna violation count as 0.
- The run gives the number of global-route vias before repair as between 4000 and 5000.
- The run gives the overflow left after global routing as 0.

Pwr:
- Dividing total power by cell area gives a power density of approximately 340 nW/um^2.
- In this run the VDD rail shows a maximum IR drop of between 0.2 and 0.3 mV.
- Total power for the finished layout comes to between 2000 and 2500 uW.
- The analysis attributes to cell leakage a power of 0.002829 uW.

Run:
- The number of warnings reported in the stage logs is 37.
- The run puts the number of max-cap violations at 0.
==> state kept, by name, summed over array words and instances (netlist names) <==
name,count
data_sel,3
gen_data,64
qword_cnt,10
state,3
user_tsize,7
user_tvalid_o,1
==> critical path, stage by stage, from the launching register on <==
cell and delay (ns):
sky130_fd_sc_hd__dfstp_2 0.67, sky130_fd_sc_hd__inv_1 0.23, sky130_fd_sc_hd__ha_1 0.36, sky130_fd_sc_hd__xor2_1 0.15, sky130_fd_sc_hd__nor4_1 0.30, sky130_fd_sc_hd__a41o_1 0.49
sky130_fd_sc_hd__o211ai_1 0.16, sky130_fd_sc_hd__clkdlybuf4s50_1 0.44
==> cells in the final DEF, fill, tap and decap left out, types with 5 or more instances in the layout <==
| cell type | count |
|---|---|
| sky130_fd_sc_hd__clkdlybuf4s50_1 | 88 |
| sky130_fd_sc_hd__dfrtp_1 | 79 |
| sky130_fd_sc_hd__nand2_1 | 65 |
| sky130_fd_sc_hd__a21oi_1 | 47 |
| sky130_fd_sc_hd__o21ai_0 | 45 |
| sky130_fd_sc_hd__conb_1 | 43 |
| sky130_fd_sc_hd__nand3_1 | 40 |
| sky130_fd_sc_hd__nor2_1 | 39 |
| sky130_fd_sc_hd__nand4_1 | 29 |
| sky130_fd_sc_hd__inv_1 | 24 |
| sky130_fd_sc_hd__xor2_1 | 17 |
| sky130_fd_sc_hd__ha_1 | 17 |
| sky130_fd_sc_hd__or3_1 | 15 |
| sky130_fd_sc_hd__or4_1 | 15 |
| sky130_fd_sc_hd__nor3_1 | 11 |
| sky130_fd_sc_hd__o31ai_1 | 10 |
| sky130_fd_sc_hd__and3_1 | 10 |
| sky130_fd_sc_hd__o22ai_1 | 10 |
| sky130_fd_sc_hd__a31oi_1 | 9 |
| sky130_fd_sc_hd__clkbuf_16 | 9 |
| sky130_fd_sc_hd__buf_4 | 9 |
| sky130_fd_sc_hd__o211ai_1 | 8 |
| sky130_fd_sc_hd__dfstp_2 | 8 |
| sky130_fd_sc_hd__nand2b_1 | 7 |
| sky130_fd_sc_hd__nor4_1 | 7 |
| sky130_fd_sc_hd__and4_1 | 6 |
| sky130_fd_sc_hd__mux2i_1 | 6 |
| sky130_fd_sc_hd__o311ai_0 | 6 |
| sky130_fd_sc_hd__and2_1 | 5 |
| sky130_fd_sc_hd__o31a_1 | 5 |
==> final cells by class <==
| type | count | area [sq um] |
|---|---|---|
| flip-flops and latches | 88 | 2217 |
| clock inverters | 1 | 30.03 |
| clock buffers | 15 | 267.8 |
| inverters | 25 | 95.09 |
| well taps | 143 | 178.9 |
| repair buffers | 97 | 948.4 |
| fillers | 968 | 4458 |
| multi-input cells | 533 | 3272 |
==> power by group <==
group | switching, uW | total (uW) | internal [uW]
clock network | 314 | 777 | 462
registers | 80.3 | 926 | 846
logic | 403 | 683 | 280
total | 798 | 2390 | 1590
==> through the flow <==
| step | cells | setup WS [ns] | utilization [%] | hold slack (ns) |
|---|---|---|---|---|
| 5_1_grt | 902 | 0.2567 | 61.12 | 0.5440 |
| 3_5_place_dp | 886 | 0.8506 | 58.53 | 0.5067 |
| 3_3_place_gp | 886 | 0.8806 | 58.53 | 0.5012 |
| 4_1_cts | 902 | 0.4739 | 61.12 | 0.5157 |
| 6_report | 902 | 0.4616 | 61.12 | 0.5146 |
| 2_1_floorplan | 725 | 1.336 | - | 0.4778 |
==> logic make-up after synthesis <==
logic type,count (synthesis),share of synthesized area (%)
adders and majority gates,17,3.597
and+or+nand+nor,275,26.43
DFF,88,37.49
muxes,10,1.777
other,2,0.1270
buffers and inverters,104,9.818
AOI/OAI and AO/OA,167,17.65
xor gates and xnor gates,21,3.110
==> layer usage <==
layer | global-route usage, % | vias to the layer above | share of wire, %
met5 | 0 | - | 0
met4 | 5.600 | 0 | 1.9
met3 | 3.400 | 22 | 4.9
met2 | 41.57 | 177 | 48
met1 | 41.20 | 2620 | 45
li1 | - | 2582 | -
==> worst min-delay path by stage <==
stage	end	slack (ns)	depth (start not counted)
finish	user_tsize[1]$_DFFE_PP1P_	0.51	2
global route	user_tsize[2]$_DFFE_PP1P_	0.54	2
CTS	user_tsize[1]$_DFFE_PP1P_	0.52	2
Power is estimated from default activity; no workload was simulated.
